`design/flow/config.mk`:
```
export PLATFORM = sky130hd
export DESIGN_NAME = camera
export DESIGN_NICKNAME = camera
export VERILOG_FILES = /design/flow/design.v
export SDC_FILE = /design/flow/constraint.sdc
export NUM_CORES = 4
export LEC_CHECK = 1
export CORE_UTILIZATION = 40
```
`design/flow/constraint.sdc`:
```
current_design camera

set clk_period 4.7
set clk_io_pct 0.2

create_clock -name clk0 -period $clk_period [get_ports {clk}]

set non_clock_inputs [all_inputs -no_clocks]
set_input_delay [expr $clk_period * $clk_io_pct] -clock clk0 $non_clock_inputs
set_output_delay [expr $clk_period * $clk_io_pct] -clock clk0 [all_outputs]
```
`design/flow/run.sh`:
```
#!/bin/bash
# OpenROAD 26Q1-2900-gdf79404cd8, Yosys 0.63+post, stock flow scripts
make -C /OpenROAD-flow-scripts/flow DESIGN_CONFIG=/design/flow/config.mk WORK_HOME=/design/flow/orfs finish
```
`design/flow/design.v`:
```
module camera(
input               clk,                                   
input               camera_en,                             
output reg          data_valid,                            
output reg [7:0]    data_out);                             
reg [7:0] DATA [0:74];                                     
integer ptr;
initial
begin
 ptr <= 0;
 DATA[0] <= 8'hBC;
 DATA[1] <= 8'h27;
 DATA[2] <= 8'h81;
 DATA[3] <= 8'hFF;
 DATA[4] <= 8'hCE;
 DATA[5] <= 8'h1F;
 DATA[6] <= 8'hE0;
 DATA[7] <= 8'hA9;
 DATA[8] <= 8'h38;
 DATA[9] <= 8'h2B;
 DATA[10] <= 8'hD4;
 DATA[11] <= 8'h11;
 DATA[12] <= 8'h10;
 DATA[13] <= 8'h0F;
 DATA[14] <= 8'h6E;
 DATA[15] <= 8'hBF;
 DATA[16] <= 8'h50;
 DATA[17] <= 8'hA3;
 DATA[18] <= 8'h45;
 DATA[19] <= 8'h2C;
 DATA[20] <= 8'h44;
 DATA[21] <= 8'h01;
 DATA[22] <= 8'h21;
 DATA[23] <= 8'hDF;
 DATA[24] <= 8'h1E;
 DATA[25] <= 8'h7F;
 DATA[26] <= 8'h80;
 DATA[27] <= 8'h39;
 DATA[28] <= 8'h48;
 DATA[29] <= 8'hCB;
 DATA[30] <= 8'hC4;
 DATA[31] <= 8'hCC;
 DATA[32] <= 8'h8F;
 DATA[33] <= 8'hF2;
 DATA[34] <= 8'hC4;
 DATA[35] <= 8'h10;
 DATA[36] <= 8'hE1;
 DATA[37] <= 8'hA0;
 DATA[38] <= 8'h30;
 DATA[39] <= 8'h24;
 DATA[40] <= 8'hD6;
 DATA[41] <= 8'h16;
 DATA[42] <= 8'h91;
 DATA[43] <= 8'hF9;
 DATA[44] <= 8'h43;
 DATA[45] <= 8'h13;
 DATA[46] <= 8'hE0;
 DATA[47] <= 8'hA2;
 DATA[48] <= 8'h38;
 DATA[49] <= 8'h2F;
 DATA[50] <= 8'hD4;
 DATA[51] <= 8'h15;
 DATA[52] <= 8'h8C;
 DATA[53] <= 8'hFF;
 DATA[54] <= 8'hC1;
 DATA[55] <= 8'h1F;
 DATA[56] <= 8'hE5;
 DATA[57] <= 8'hA9;
 DATA[58] <= 8'h3B;
 DATA[59] <= 8'h2B;
 DATA[60] <= 8'hDD;
 DATA[61] <= 8'h11;
 DATA[62] <= 8'h8E;
 DATA[63] <= 8'hFF;
 DATA[64] <= 8'hCA;
 DATA[65] <= 8'h1F;
 DATA[66] <= 8'hEE;
 DATA[67] <= 8'hA9;
 DATA[68] <= 8'h37;
 DATA[69] <= 8'h2B;
 DATA[70] <= 8'hE4;
 DATA[71] <= 8'h11;
 DATA[72] <= 8'hE1;
 DATA[73] <= 8'hFF;
 DATA[74] <= 8'hDE;
end
always @(posedge clk)
begin
 if(camera_en)
 begin
  data_valid <= 1'b1;
  data_out <= DATA[ptr];
  ptr <= ptr + 1;
 end
 else
 begin
  data_valid <= 1'b0;
  ptr <= 0;
  data_out <= 8'hzz;
 end
 if(ptr == 74)
  ptr <= 0;
end
endmodule
```
==> changes_impl.md <==
### Changed

- Status: finished, final reports clean
- DR WL/cell: between 15 and 20 µm
- WHS Path Cells: 2
- Vias per cell: slightly below 6
- Num Clock Sinks: just over 40
- CTS H-tree lvls: 2
- Layout Skew: ~0.014 ns
- DR WL met2: roughly 3000 µm
- CP endpoint kind: flip-flop
- Most used DFF post-synth: dfxtp_1
- CTS tree: done
- 1st-pass router iterations: 5
- FP Core Util: between 40 and 50%
- Final setup vio count: 0
- Peak VDD IR: approximately 130 µV
- Antenna Violating Nets Remaining: 0
- Layout cells sized above 1: under 10%
- Met3 routed WL: just under 500 µm
- Placed Cells: 434
- Yosys reg bits: roughly 41
- Synth Seq Share: between 20% and 30%
- Highest clock rate: 421.8 MHz
- Crit path time final: 2.371 ns
- Count of tool warnings: 35
- Maxcap violations: 0
- Pin count of the biggest net entering global routing: 51
- Non-filler cells in the finished layout: ~440
- Yosys Chip Area: ~2800 µm²
- Syn-to-layout area delta: 8.725%
- Longest Clk Path Bufs: 2
- Post-DP HPWL: 4820 µm
- Clock transition at the registers of the reported paths: approximately 0.09 ns
- Ys Warns: 2
- I/O Buffers: 10
- Setup bufs post-CTS: 0
- Top post-synthesis cells by count: 53 x nor2_1, 41 x dfxtp_1, 29 x nand2_1, 22 x a21oi_1, 22 x xor2_1
- Die width: approximately 86 µm
- Total gr overflow: 0
- Post-synth ARST share: 0%
- DIE HEIGHT: 85.61 µm
- Post-CTS Resized: 0
- DRC: 0
- Setup TNS: 0 ns
- Row Count: 30
- Worst-margin pin slew: 0.6436 ns
- Final GP Congestion: 0.9212
- Worst hold-check path type: reg -> reg
- Late-Pin Clk Latency: 0.30 ns
- Synth area leader: dfxtp_1
- Critical Path Start Type: flip-flop
- First-pass GRT wire length: 12350 µm
- Slew HR: roughly 57%
- Vias in the first global route: roughly 2400
- Cell area leaders: dfxtp_1 29%, nor2_1 7.1%, xor2_1 6.9%
- Num CTS Buffers: 5
- Detailed Route WL: 7265 µm
- Area fraction of the dominant cell type after synthesis: 29.35%
- Mean Syn Cell Area: 7.683 µm²
- Antenna Cells: 0
- Cell area after synthesis: 2796 µm²
- Finished Cell Area: about 3000 µm²
- Max-slew violation count: 0
- DR iter-0 viols: 271
- GRT Total Usage: between 20% and 30%
- Max Fanout on Critical Path: 17
- Reg2reg path depth: 7
- Worst Path Arrival: 2.56 ns
- Critical path class: reg -> reg
- Post-DP Area: between 2000 and 3000 µm²
- Pleak: about 1.1 nW
- Top sig layer: met4
- Top-count cell post-synth: nor2_1
- Met1 wire length: between 3000 and 4000 µm
- R2R Setup Slk: 2.33 ns
- Filler Cell Count: approximately 680
- Yosys cell count: between 300 and 400
- Initial antenna violation count: 0
- Post-synth EDFFs: 0
- Tcrit/Tclk final: ~50%
- FF-to-FF Start: ptr[1]
- Hold Buf Count CTS: 0
- Power Density: 267.6 nW/µm²
- Core area: between 6000 and 7000 µm²
- RSZ-0062 raised after global routing: false
- Root buf cell: clkbuf_8
- DR vias: 2617
- Unique cell types: around 50
- Cell count after synthesis: 364
- Crit path required time: 4.89 ns
- Io pins: 11
- Hold EP: ptr[31]
- Die ar.: 7329 µm²
- Final Hold Violating Endpoints: 0
- Hold Crit Start: ptr[31]
- Critical R2R Capture: data_out[4]
worst max-delay path by stage:
stage | startpoint | end | slack [ns] | cells after the start
4_1_cts | ptr[1] | data_out[4] | 2.35 | 7
5_1_grt | ptr[2] | data_out[3] | 2.08 | 7
6_report | ptr[1] | data_out[4] | 2.33 | 7
logic make-up after synthesis:
family / share of synthesized area (%)
AND/OR/NAND/NOR: 29.13
AND-OR/OR-AND: 18.79
flip-flops: 29.35
buffers and inverters: 5.816
XOR/XNOR: 9.083
adder cells (fa/ha/maj): 5.817
multiplexers: 2.013
final cells by class:
cell class                      count  area [µm²]  area share (%)
Inverter                           10       37.54           1.235
Timing Repair Buffer               16       145.1           4.774
Clock buffer                        6       82.58           2.716
Clock inverter                      2       37.54           1.235
Tap cell                           80       100.1           3.292
Multi-Input combinational cell    287        1817           59.75
Sequential cell                    41       820.8           27.00
per-stage QoR:
| stage | power, mW | hold slack (ns) | setup WS, ns | util [%] |
|---|---|---|---|---|
| after floorplan | 0.4648 | 0.4578 | 2.619 | - |
| after global placement | 0.5129 | 0.4782 | 2.418 | 43.22 |
| after detailed placement | 0.5122 | 0.4825 | 2.368 | 43.22 |
| after CTS | 0.8194 | 0.4964 | 2.355 | 45.00 |
| after global routing | 0.8531 | 0.5550 | 2.076 | 45.00 |
| final | 0.8135 | 0.4933 | 2.329 | 45.00 |
where the power goes:
part	total, mW	switching [mW]	leakage (nW)	internal, mW
Combinational	0.136	0.0736	0.692	0.0627
Clock	0.307	0.134	0.0574	0.173
Sequential	0.370	0.0101	0.334	0.360
worst max-delay path, stage by stage, from the launching register on:
cell,delay [ns]
dfxtp_1,0.68
inv_1,0.26
ha_1,0.42
nor2_1,0.13
a211oi_1,0.24
nor3_1,0.06
a2111oi_0,0.39
a211oi_1,0.07
layer usage:
layer,vias to the layer above,track usage [%]
li1,1286,-
met1,1207,34.80
met2,107,30.11
met3,17,3.613
met4,0,5.758
met5,-,0
cells in the final DEF, fill, tap and decap left out, types with 3 or more instances in the layout:
| master | n |
|---|---|
| a2111oi_0 | 4 |
| nand2b_1 | 10 |
| nor3_1 | 6 |
| dfxtp_1 | 41 |
| nor4_1 | 7 |
| buf_4 | 6 |
| clkdlybuf4s50_1 | 10 |
| clkbuf_8 | 6 |
| ha_1 | 13 |
| o311ai_0 | 5 |
| o21ai_0 | 14 |
| xor2_1 | 22 |
| a211oi_1 | 9 |
| nand3_1 | 14 |
| nor2_1 | 53 |
| and4_1 | 5 |
| nor2b_1 | 10 |
| inv_1 | 9 |
| a31oi_1 | 7 |
| a21oi_1 | 22 |
| and3_1 | 3 |
| o22ai_1 | 3 |
| nand2_1 | 29 |
| xnor2_1 | 7 |
| nand4_1 | 13 |
| and2_1 | 3 |
state kept, by name (all words and copies together), names as in the netlist:
name	cells
ptr	32
data_valid	1
data_out	8
Power and IR drop assume default switching activity.
