File: ./config.mk
export PLATFORM = sky130hd
export DESIGN_NAME = Controller
export DESIGN_NICKNAME = Controller
export VERILOG_FILES = /design/flow/design.v
export SDC_FILE = /design/flow/constraint.sdc
export NUM_CORES = 4
export LEC_CHECK = 1
export CORE_AREA = 10 10 70 70
export DIE_AREA = 0 0 80 80
File: ./constraint.sdc
current_design Controller

set clk_period 1.2
set clk_io_pct 0.2

create_clock -name clk0 -period $clk_period [get_ports {clk}]

set non_clock_inputs [all_inputs -no_clocks]
set_input_delay [expr $clk_period * $clk_io_pct] -clock clk0 $non_clock_inputs
set_output_delay [expr $clk_period * $clk_io_pct] -clock clk0 [all_outputs]
File: ./run.sh
#!/bin/bash
# OpenROAD 26Q1-2900-gdf79404cd8, Yosys 0.63+post, stock flow scripts
make -C /OpenROAD-flow-scripts/flow DESIGN_CONFIG=/design/flow/config.mk WORK_HOME=/design/flow/orfs finish
File: ./design.v
module Controller(
input             clk,                       
input             rst_n,                     
input             RWM_1_done,                
input             RWM_2_done,                
input             GS_done,                   
input             start,                     
output            RWM_1_enable,              
output            rw_1,                      
output            RWM_2_enable,              
output            rw_2,                      
output            camera_enable,             
output            GS_enable                  
);
parameter [2:0] IDLE = 3'b000, CAMERA_READ = 3'b001, GRAYSCALE = 3'b010, FILTER = 3'b011;
reg [2:0] CS, NS;
always @(posedge clk or negedge rst_n)
begin
 if (~rst_n)
  CS <= IDLE;
 else CS <= NS;
end
always @(start, GS_done, RWM_1_done, RWM_2_done)
begin
 case (CS)
 IDLE:
 begin
  if (start == 1'b1)
   NS = CAMERA_READ;
  else NS = IDLE;
 end
 CAMERA_READ:
 begin
  if (RWM_1_done == 1'b1)
   NS = GRAYSCALE;
  else NS = CAMERA_READ;
 end
 GRAYSCALE:
 begin
  if (RWM_1_done == 1'b1)
   NS = FILTER;
  else NS = GRAYSCALE;
 end
 FILTER:
 begin
  if ((GS_done == 1'b1) || RWM_2_done == 1'b0)
   NS = FILTER;
  else NS = IDLE;
 end
 default: NS = IDLE;
 endcase
end
assign camera_enable = (CS == CAMERA_READ) ? 1'b1 : 1'b0;
assign RWM_1_enable = ((CS == CAMERA_READ) || (CS == GRAYSCALE)) ? 1'b1 : 1'b0;
assign rw_1 = (CS == CAMERA_READ) ? 1'b1 :((CS == GRAYSCALE) ? 1'b0 : 1'bz);
assign RWM_2_enable = ((CS == GRAYSCALE) || (CS == FILTER)) ? 1'b1 : 1'b0;
assign rw_2 = (CS == GRAYSCALE) ? 1'b1 : ((CS == FILTER) ? 1'b0 : 1'bz);
assign GS_enable = (CS == GRAYSCALE) ? 1'b1 : 1'b0;
endmodule
==> reports/results.ini <==
[synth]
ys_cells=17
synth.distinct_cells=11
yosysWarnings=3
flop_cell=dfrtp_1
yosysTopAreaCell=dfrtp_1
syn_avg_cell_area_um2=11.3
syn_inst=17
yosys-stat-area_um2=193
ys_async_sr_fraction_pct=100
top_cell_area_share_pct=39.0
ys_seq_share_pct=52.6
yosys-top-cells-area=dfrtp_1, dfstp_2, buf_4, mux2_4, nand2b_4
common_cells=dfrtp_1, inv_1, buf_4, or2_2
synth_area_um2=193
numSynthFlops=4
edf_count=0

[pwr]
switchingPower_w=0.000142
seqPwrFrac_pct=29.3
p_clk_share_pct=29.8
comb_power_share_pct=40.8
leakagePower_nw=0.201
sw_frac_of_total_pct=22.8
power.total_w=0.000622
vdd_drop_max_v=0.000438
p_int_w=0.000481
power.density_nw_per_um2=1380

[placement]
io_buffer_count=11
place_ws_ps=-143
dpl.hpwl_um=526
gp_congestion=0.668

[timing]
finalHoldViolCount=0
grt_setup_unrepaired=true
maxSlewViolCount=0
setup_ws_ps=-142
fmax_mhz=745
layout_min_cycle_time_ps=1340
finalSetupViolations=4
slew_headroom_pct=87.4
fin_worst_skew_ps=9.78
fin_crit_sh_pct=112
worst_slew_pin_slew_ps=188

[detailed_routing]
ant_nets=0
vias_per_cell=2.35
drc=0
drtPass1Iterations=2
vias=200
dr.first_iter.drc_count=3
wire_per_inst_um=7.62
wirelength_um=648
antennaDiodeCount=0

[clock_tree]
clk_pin_slew_ps=40
cts_max_level=1
cts_buffers=3
worstSkewPairLatency_ps=240
cts_tree=done
clock_path_buffers=2
cts_root_buf=clkbuf_4
cts.sinks=4

[grt]
grt_pass1_vias=200
overflow=0
grt_use_total_pct=2.13
grt_pass1_wl_um=1040
antenna_found_initial=0
grt_max_degree=5

[flow_run]
warnings=27
cap_violations=0

[outcome]
status=finished with violations
violations=setup timing

[die]
dieArea_um2=6400
fp.dieW_um=80
fp_util_pct=5.64
rows=21
die_h_um=80
core_area_um2=3420
ios=12

[critical_path]
r2r_setup_slack_ps=180
cp.arrival_ps=1100
cp-start-kind=register
path_class=register to primary output
crit_path_end_kind=primary output
cp_max_fo=2
required_ps=960

[final_layout]
nFillCells=391
drive_gt1_share_pct=48.7
area_growth_pct=134

[hold_path]
min_path_type=input port to asynchronous set/reset pin

==> placed cells by master, fill, tap and decap left out, drive strengths merged <==
master         count
a22o               1
buf               11
clkbuf             4
clkdlybuf4s15      4
clkdlybuf4s50      5
dfrtp              3
dfstp              1
inv                3
mux2               1
nand2              1
nand2b             1
o21ai              1
o22ai              1
or2                2
==> per-layer routing <==
layer / vias up / GRT usage, % / routed length (µm)
li1: 96 / - / -
met1: 87 / 2.94 / 328
met2: 15 / 2.01 / 179
met3: 2 / 2.27 / 134
met4: 0 / 0.528 / 6
met5: - / 0 / 0
==> power groups by stage <==
stage	Sequential [W]	Clock [W]	Combinational, W
4_1_cts	0.000182	0.000192	0.000243
6_report	0.000183	0.000186	0.000254
5_1_grt	0.000185	0.000212	0.000280
==> per-stage QoR <==
step                cells  instance area [µm²]  setup TNS, ps  util, %  hold WS, ps
finish                 85                  452           -324     13.2          201
global route           85                  452           -524     13.2          204
CTS                    84                  442           -230     12.9          203
detailed placement     76                  375           -290     11.0          459
global placement       76                  375           -244     11.0          456
floorplan              17                  193              0        -        -55.6
==> area by class of cell <==
| class | instances | area [µm²] | area share [%] |
|---|---|---|---|
| repair buffers | 20 | 185 | 41.0 |
| flip-flops and latches | 4 | 101 | 22.4 |
| multi-input cells | 8 | 70.1 | 15.5 |
| well taps | 46 | 57.6 | 12.7 |
| clock buffers | 4 | 26.3 | 5.82 |
| inverters | 3 | 11.3 | 2.49 |
==> logic make-up (layout without fill, tap and decap cells) <==
group / count (synthesis) / count (layout) / share of synthesized area, %
buffers and inverters: 5 / 27 / 13.6
flip-flops: 4 / 4 / 52.6
AND/OR/NAND/NOR: 4 / 4 / 15.6
AND-OR/OR-AND: 3 / 3 / 10.4
multiplexers: 1 / 1 / 7.79
==> what timing repair did <==
item	CTS	global route
gates resized	19	1
buffers inserted	4	1
hold buffers	0	0
endpoints found under the setup margin	6	4
==> final timing paths <==
check                      depth (start not counted)      from      endpoint
max                                                3     CS[2]  RWM_1_enable
min                                                1     rst_n         CS[2]
max reg2reg                                        3  register      register
min reg2reg                                        2     CS[0]         CS[0]
max in group asynchronous                          1     rst_n         CS[0]
min in group clk0                                  2     CS[0]         CS[0]
==> worst max-delay path, stage by stage, from the launching register on <==
cell     delay, ps
dfrtp_1        380
buf_4          130
or2_4          240
buf_6          110
Power is estimated from default activity; no workload was simulated.
