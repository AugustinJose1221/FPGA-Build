==> flow/design.v <==
module controller(
input clk,                  
input rst_n,                
input done_1,               
input done_2,
input start,                
output trigger_1,           
output trigger_2
);
parameter [1:0] IDLE = 2'b00, SLAVE_1 = 2'b01, SLAVE_2 = 2'b10;
reg [1:0] CS, NS;
always @(posedge clk or negedge rst_n)
begin
 if (~rst_n)
  CS <= IDLE;
 else CS <= NS;
end
always @(start, done_1, done_2)
begin
 case(CS)
 IDLE: begin
        if (start == 1'b1)
         NS = SLAVE_1;
        else NS = IDLE;
       end
 SLAVE_1: begin
               if (done_1 == 1'b1)
                NS = SLAVE_2;
               else NS = SLAVE_1;
              end
 SLAVE_2: begin
               if (done_2 == 1'b1)
                NS = IDLE;
               else NS = SLAVE_2;
             end
 default: NS = IDLE;
 endcase
end
assign trigger_1 = (CS == SLAVE_1) ? 1'b1 : 1'b0; 
assign trigger_2 = (CS == SLAVE_2) ? 1'b1 : 1'b0; 
endmodule
==> flow/run.sh <==
#!/bin/bash
# OpenROAD 26Q1-2900-gdf79404cd8, Yosys 0.63+post, stock flow scripts
make -C /OpenROAD-flow-scripts/flow DESIGN_CONFIG=/design/flow/config.mk WORK_HOME=/design/flow/orfs finish
==> flow/config.mk <==
export PLATFORM = sky130hd
export DESIGN_NAME = controller
export DESIGN_NICKNAME = controller
export VERILOG_FILES = /design/flow/design.v
export SDC_FILE = /design/flow/constraint.sdc
export NUM_CORES = 4
export LEC_CHECK = 1
export CORE_AREA = 10 10 70 70
export DIE_AREA = 0 0 80 80
==> flow/constraint.sdc <==
current_design controller

set clk_period 1.6
set clk_io_pct 0.2

create_clock -name clk0 -period $clk_period [get_ports {clk}]

set non_clock_inputs [all_inputs -no_clocks]
set_input_delay [expr $clk_period * $clk_io_pct] -clock clk0 $non_clock_inputs
set_output_delay [expr $clk_period * $clk_io_pct] -clock clk0 [all_outputs]
==> Changelog: implementation <==
### Implementation results

- Placement Setup Slack: 0.447 ns
- H-tree depth: 1
- Syn_area_per_cell: 10.4 um^2
- Antenna cells: 0
- Placeable Area: 0.00342 mm^2
- Global-route wire length before repair: 538 um
- Synth Seq Share: 61.0%
- Critical Path, Cell by Cell: clkdlybuf4s50_1
- Pleak: 0.0939 nW
- Reg with most FFs: CS
- Dpl cell area: 243 um^2
- Mapped Area: 125 um^2
- Yosys Chip Area: 125 um^2
- Outcome: complete, no violations
- Worst slew margin relative to its limit: 90.4%
- Resized Gates After CTS: 0
- Fin area: 269 um^2
- Ys cells: 12
- Yosys reg bits: 3
- Crit path max-delay family: buffers and inverters
- Post CTS Setup Buffer Count: 0
- Vias: 110
- Final Worst Setup Slack: 0.213 ns
- Violation tally from detailed-route iteration zero: 2
- Clock buffer depth: 2
- Num Clock Sinks: 3
- Cell Count, Final, Fillers Out: 68
- Number of flip-flops in the largest register: 3
- Number of buffers added on ports: 6
- Crit path depth: 1
- Setup violators final: 0
- Worst Path Required: 1.28 ns
- Post-Syn Instances: 12
- Post-DR vias/cell: 1.62
- CP arrival: 1.07 ns
- Simple Share, Synth: 9.00%
- Ys Warns: 1
- Setup total negative slack: 0 ns
- Worst-case vdd ir drop: 0.171 mV
- Power Total: 0.281 mW
- Top logic family: AND-OR/OR-AND gates
- Synth cell types: 5
- Chip Area: 0.00640 mm^2
- Slowest cell delay on critical path: 0.48 ns
- GPL Wtd Cong: 0.589
- Max FO, Critical Path: 3
- Pre-Place Util: 3.66%
- Buf/Inv on CP: 1
- Clk slew on worst S/H paths: 0.04 ns
- Antenna Nets Post-Route: 0
- Rows: 21
- Placed cell count: 64
- Fill cells: 409
- Min Hold Slack: 0.270 ns
- Drt first pass iters: 2
- Chip height: 80 um
- Latency at later pin: 0.23 ns
- Hold_buf cts: 0
- Dpl hpwl: 335 um
- WS Path Type: reg -> out
- Initial antenna violation count: 0
- Regs by FF count: CS x3
- Area delta synth->final: 115%
- F_max: 0.721 GHz
- Post-Route WL: 385 um
- Slew @ Worst Pin: 0.144 ns
- Fin util: 7.88%
- Min Tclk post-route: 1.39 ns
- Max-Cap Viols: 0
- Gr usage total: 1.32%
- Vias in the first global route: 105
- GRT overflow: 0
- Mux area share: 0%
- Hold WC Path Type: in -> async
- Die x size: 80 um
- Root Driver: clkbuf_4
- Crit end category: output port
- Fraction of layout cells with a size suffix above 1: 31.8%
- FA/HA/MAJ Cells, Area Fraction: 0%
- Skew final: 0.00267 ns
- Crit start category: flop
- Pwr Density: 1040 mW/mm^2
- Crit-path slowest cell: clkdlybuf4s50_1
- DRC: 0
- Period utilisation layout: 86.7%
- I/O pins: 7
- Per-cell routed wire length: 5.66 um
- CTS tree: built
- Post-Synth AOI/OAI Area: 21.0%
- Pin count of the biggest net entering global routing: 4
- Tool warnings: 25
- TritonCTS Buffers: 3
- RSZ-0062 raised after global routing: no
- Final hold violation count: 0
- Max-area cell share: 40.0%
- Max-slew violation count: 0
- Yosys top cell by area: dfrtp_1
- XOR-XNOR Cells, Area Fraction: 0%
- Top cells, area: dfrtp_1, dfstp_2, o21ai_2
- R2R depth: 2
[cell families after synthesis]
group           count (synthesis)
compound gates                  3
buf+inv                         3
flops                           3
simple gates                    3
[power breakdown]
group	leakage (nW)	switching, mW	internal, mW
combinational	0.0421	0.0168	0.0314
clock	0.0150	0.0397	0.0935
sequential	0.0368	0.00789	0.0917
total	0.0939	0.0644	0.217
[metal layers]
metal / vias up / share of wire, % / global-route usage [%]
li1: 56 / - / -
met3: 0 / 26 / 2.16
met4: 0 / 0 / 0.352
met2: 6 / 42 / 1.52
met5: - / 0 / 0
met1: 48 / 32 / 1.13
[cell usage after synthesis]
master,count
nand2_1,3
dfstp_2,1
dfrtp_1,2
o21ai_2,3
inv_1,3
[cell type report]
class | count | area, um^2 | area share (%)
repair buffers | 6 | 60.1 | 22.3
well taps | 46 | 57.6 | 21.4
inverters | 3 | 11.3 | 4.19
clock buffers | 4 | 26.3 | 9.77
multi-input cells | 6 | 37.5 | 14.0
flip-flops and latches | 3 | 76.3 | 28.4
[cells in the final DEF (no fill, tap or decap)]
master           count
clkdlybuf4s50_1      6
clkbuf_4             3
clkbuf_1             1
dfrtp_1              2
nand2_1              3
inv_1                3
o21ai_2              3
dfstp_2              1
[worst paths after layout]
check | to | startpoint | slack [ns]
hold reg to reg | CS[0] | CS[0] | 0.48
setup / recovery | trigger_2 | CS[1] | 0.21
setup reg to reg | CS[0] | CS[0] | 0.85
max in group asynchronous | CS[0] | rst_n | 1.11
min in group clk0 | CS[0] | CS[0] | 0.48
hold / removal | CS[1] | rst_n | 0.27
No activity file was given, so power comes from the tool's default toggle rates.
