===== design.v =====
module Grayscaler(
 input          clk,                      
 input          rst_n,                    
 input          GS_enable,                
 input          RWM_valid,                
 input [7:0]    Din,                      
 output [7:0]   Dout,                     
 output         GS_valid,                 
 output         pause,                    
 output reg     GS_done                   
);
parameter N = 450, M = 450;
reg [7:0] red, green, blue, result;
integer c, d, k=0;
parameter IDLE = 2'b00, FILL = 2'b01, CALCULATE = 2'b10;
reg [1:0] CS, NS;
always @(posedge clk or negedge rst_n)
begin
if(~rst_n)
  CS <= IDLE;
 else
 begin
  CS <= NS;
  k = (RWM_valid) ?  k + 1 : 0;
  d = (k == 2) ? d + 1 : d;
 end
end
always @(*)
begin
 case (CS)
 IDLE:
 begin
  d = 0;
  c = 0;
  red = 8'h00;
  green = 8'h00;
  blue = 8'h00;
  GS_done = 1'b0;
  if(GS_enable)
  begin
   NS = FILL;
  end
  else NS = IDLE;
 end
 FILL:
 begin
  GS_done = 1'b0;
  c = (c != 3) ? c + 1 : 1;
  red = (k == 0) ? Din : red;
  green = (k == 1) ? Din : green;
  blue = (k == 2) ? Din : blue;
  NS = (k == 2) ? CALCULATE : FILL;
 end
 CALCULATE:
 begin
  result = (red>>2) + (red>>5) + (green>>1) + (green>>4) + (blue>>4) + (blue>>5);
  NS = (d == N*M) ? IDLE : FILL;
  GS_done = (d == N*M) ? 1'b1 : 1'b0;
 end
 default: NS = IDLE;
 endcase
end
assign pause = ((CS == FILL) && (c == 3) && (d != N*M)) ? 1'b1 : 1'b0;
assign Dout = (CS == CALCULATE) ? result : 8'hzz;
assign GS_valid = ((CS == FILL) && (k == 2)) ? 1'b1 : 1'b0;
endmodule

===== run.sh =====
#!/bin/bash
# OpenROAD 26Q1-2900-gdf79404cd8, Yosys 0.63+post, stock flow scripts
make -C /OpenROAD-flow-scripts/flow DESIGN_CONFIG=/design/flow/config.mk WORK_HOME=/design/flow/orfs finish

===== config.mk =====
export PLATFORM = sky130hd
export DESIGN_NAME = Grayscaler
export DESIGN_NICKNAME = Grayscaler
export VERILOG_FILES = /design/flow/design.v
export SDC_FILE = /design/flow/constraint.sdc
export NUM_CORES = 4
export LEC_CHECK = 1
export CORE_UTILIZATION = 30

===== constraint.sdc =====
current_design Grayscaler

set clk_period 5.3
set clk_io_pct 0.2

create_clock -name clk0 -period $clk_period [get_ports {clk}]

set non_clock_inputs [all_inputs -no_clocks]
set_input_delay [expr $clk_period * $clk_io_pct] -clock clk0 $non_clock_inputs
set_output_delay [expr $clk_period * $clk_io_pct] -clock clk0 [all_outputs]

==> impl_table.tex <==
% Table of physical implementation metrics
\begin{tabular}{lr}
\hline
Metric & Value \\
\hline
\multicolumn{2}{l}{\textbf{Flow run}} \\
Number of OpenROAD warnings & 29 \\
Maximum Capacitance Violations & 0 \\
\multicolumn{2}{l}{\textbf{Pwr}} \\
Ratio of total power to cell area & between 150 and 200 nW/um\^{}2 \\
Power consumption & about 0.87 mW \\
Max rail drop VDD & 110 uV \\
P\_leak & $\sim$1.9 nW \\
\multicolumn{2}{l}{\textbf{Route}} \\
Number of design-rule violations left by the first detailed-router iteration & 268 \\
Count of unresolved DRC violations after routing & 0 \\
Vias after detailed routing & 3,555 \\
WL per Instance & 12.6 um \\
Count of nets left with antenna violations after detail routing & 0 \\
Router iterations before antenna repair & 10 \\
Routed Wire Length & 8.76 mm \\
Total inserted antenna cells & 0 \\
Via-to-Cell Ratio & 5.12 \\
\multicolumn{2}{l}{\textbf{Timing}} \\
Max-slew headroom & between 40\% and 50\% \\
Setup repair after global routing missed its margin & false \\
Count of final hold-check violations & 0 \\
Maximum achievable frequency & roughly 0.28 GHz \\
Final-report max-slew violation count & 0 \\
Worst Clk Skew & between 0.003 and 0.004 ns \\
Count of endpoints without a timing constraint & around 65 \\
Min Clock Period, post-route & 3.60 ns \\
Setup Total Neg Slack & 0 ns \\
Tcrit/Tclk final & around two thirds \\
Count of unclocked register or latch pins & roughly 57 \\
Tightest Pin Transition & $\sim$0.78 ns \\
Final count of negative-setup-slack endpoints & 0 \\
\multicolumn{2}{l}{\textbf{GRT}} \\
Antenna violations before repair & 0 \\
Total routing usage reported by global routing & a little under an eighth \\
Wire length of the first global-routing pass & between 15 and 20 mm \\
Leftover overflow at the end of global routing & 0 \\
Maximum number of pins on one net before global-route repair & 36 \\
Via count of the first global-routing pass & around 3,300 \\
\multicolumn{2}{l}{\textbf{Finish}} \\
Utilization after layout & about a third \\
Share of layout cells above drive strength 1 & about 3.5\% \\
Cell area after layout & between 5000 and 6000 um\^{}2 \\
Area growth syn-to-layout & 11.9\% \\
\multicolumn{2}{l}{\textbf{Clocking}} \\
Total of hold buffers inserted after clock tree synthesis & 0 \\
H-tree depth & 2 \\
Cts repair resizes & 0 \\
Clock Tree Buf Depth & 2 \\
Number of buffers inserted by post-CTS setup repair & 0 \\
Clock tree from TritonCTS & built \\
CTS buffer count & 5 \\
Insertion Delay late pin & 0.28 ns \\
Reg clk slew, reported paths & around 0.050 ns \\
CTS root buffer & clkbuf\_16 \\
\multicolumn{2}{l}{\textbf{Synth}} \\
Basic Gates by Area & 25.3\% \\
Proportion of netlist area held by the largest area contributor & 21.1\% \\
Area of the mapped netlist & approximately 4600 um\^{}2 \\
Leading post-synthesis cells by instance count & dlxtn\_1, inv\_1, nor2\_1 \\
XOR-XNOR Cells, Area Fraction & 5.38\% \\
Primary FF master, synth & dlxtn\_1 \\
Avg Inst Size Synth & about 9 um\^{}2 \\
Cells after Synth & roughly 500 \\
Share of synthesized cell area in full adder, half adder and majority cells & between 10\% and 20\% \\
Distinct cell type count after synthesis & about 42 \\
Synthesis Warnings & about 130 \\
Number of enable flip-flop cells & 32 \\
Cells in synth\_stat.txt & roughly 500 \\
Synthesis-stage register bit count & roughly 90 \\
Multiplexer share & approximately 1.1\% \\
Top cells by area in the synthesized netlist & edfxtp\_1, dlxtn\_1, fa\_1 \\
Area figure in the yosys stat output & $\sim$4600 um\^{}2 \\
Main kind of combinational logic by area & simple AND/OR/NAND/NOR gates \\
Synth async-reset ratio & between 3 and 4\% \\
Top-count cell post-synth & dlxtn\_1 \\
Area share of and-or/or-and cells after synthesis & about a tenth \\
Post-synthesis cell type with the largest combined area & edfxtp\_1 \\
\multicolumn{2}{l}{\textbf{Placement}} \\
Sum of net half-perimeters after detailed placement & roughly 6.2 mm \\
Final GP Congestion & $\sim$0.82 \\
Cell area after placement & a little under 5000 um\^{}2 \\
Count of buffers from port buffering & 20 \\
\multicolumn{2}{l}{\textbf{Setup path}} \\
Data arrival time of the worst path & around 2.5 ns \\
Endpoint kind of the worst setup timing path & output port \\
Startpoint Class & flip-flop \\
Required time reported for the critical path endpoint & 4.24 ns \\
Crit Path Max Fanout & 6 \\
Class of the most critical setup path & flip-flop to output port \\
\multicolumn{2}{l}{\textbf{Hold path}} \\
Class of the tightest hold or removal check & flip-flop to flip-flop \\
\multicolumn{2}{l}{\textbf{Die}} \\
Die area & $\sim$16,000 um\^{}2 \\
Overall die width & about 130 um \\
DIE HEIGHT & 125 um \\
Number of placed I/O pins & 23 \\
Std cell rows & 44 \\
Core Area & between 10,000 and 15,000 um\^{}2 \\
Share of the core filled by cells before placement & a little under a third \\
\multicolumn{2}{l}{\textbf{Run status}} \\
Outcome & finished clean \\
\hline
\end{tabular}
layout make-up:
class,instances,area [um^2]
inverter,43,161
multi-input combinational,342,2410
clock buffer,8,156
fill,1447,9600
tap,184,230
timing repair buffer,26,245
sequential,92,1890
per-layer routing:
metal,vias to the layer above,track usage [%],part of all wire (%)
li1,1828,-,-
met3,4,1.22,2.8
met1,1667,18.9,52
met2,56,18.1,45
met5,-,0,0
met4,0,1.00,0.38
worst paths after layout:
| path | from | endpoint | slack (ns) | cells past startpoint |
|---|---|---|---|---|
| max in group asynchronous | rst_n | CS[0] | 3.73 | 2 |
| min reg2reg | CS[0] | CS[0] | 0.51 | 1 |
| min in group asynchronous | rst_n | CS[1] | 1.22 | 2 |
| max reg2reg | k[0] | k[18] | 3.12 | 6 |
| min | CS[0] | CS[0] | 0.51 | 1 |
| max | k[28] | GS_valid | 1.70 | 4 |
worst max-delay path, cell delays in order (launching register included):
cell             delay [ns]
edfxtp_1               0.44
nor4_1                 0.39
nand4_1                0.26
nor4_1                 0.59
clkdlybuf4s50_1        0.58
cell families after synthesis:
| family | after synthesis |
|---|---|
| buf+inv | 65 |
| compound gates | 72 |
| xor+xnor | 28 |
| flops | 35 |
| simple gates | 204 |
| fa+ha+maj | 32 |
| other cells | 1 |
| mux | 5 |
| latches | 57 |
where the power goes:
| part | switching (mW) | internal (mW) |
|---|---|---|
| Combinational | 0.106 | 0.0917 |
| Clock | 0.106 | 0.200 |
| Sequential | 0.0245 | 0.341 |
cell usage in the layout (no fill, tap or decap), drive strengths merged, types with 11 or more instances in the layout:
cell type      count
nand3             23
edfxtp            32
and4              11
fa                15
nand4             20
xnor2             13
nor4              21
o31ai             22
dlxtn             49
clkdlybuf4s50     20
xor2              15
ha                17
nor2              36
a21oi             35
inv               43
nand2             25
or4               23
sequential cells by signal (all words and copies together), names as in the netlist:
signal / cells
c: 32
k: 32
result: 8
green: 7
red: 6
blue: 4
CS: 3
per-stage QoR:
stage / hold slack (ns) / instances / setup slack, ns
floorplan: 0.475 / 499 / 3.10
global placement: 0.493 / 687 / 1.97
CTS: 0.504 / 695 / 1.62
global route: 0.518 / 695 / 1.48
detailed placement: 0.496 / 687 / 1.94
finish: 0.506 / 695 / 1.70
Power and IR drop assume default switching activity.
