File: ./run.sh
#!/bin/bash
# OpenROAD 26Q1-2900-gdf79404cd8, Yosys 0.63+post, stock flow scripts
make -C /OpenROAD-flow-scripts/flow DESIGN_CONFIG=/design/flow/config.mk WORK_HOME=/design/flow/orfs finish
File: ./config.mk
export PLATFORM = sky130hd
export DESIGN_NAME = slave_1
export DESIGN_NICKNAME = slave_1
export VERILOG_FILES = /design/flow/design.v
export SDC_FILE = /design/flow/constraint.sdc
export NUM_CORES = 4
export LEC_CHECK = 1
export CORE_AREA = 10 10 70 70
export DIE_AREA = 0 0 80 80
File: ./constraint.sdc
current_design slave_1

set clk_period 1.4
set clk_io_pct 0.2

create_clock -name clk0 -period $clk_period [get_ports {clk}]

set non_clock_inputs [all_inputs -no_clocks]
set_input_delay [expr $clk_period * $clk_io_pct] -clock clk0 $non_clock_inputs
set_output_delay [expr $clk_period * $clk_io_pct] -clock clk0 [all_outputs]
File: ./design.v
module slave_1(
 input              clk,
 input              rst_n,
 input              slave_en,
 output             slave_done,
 output reg [3:0]   slave_out
);
always @(posedge clk or negedge rst_n)
begin
 if (~rst_n)
  slave_out <= 0;
 else if (slave_en)
  slave_out <= slave_out + 1;
 else slave_out <= 0;
end
assign slave_done = (slave_out == 4) ? 1'b1 : 1'b0;
endmodule
==> flow_summary.toml <==
# implementation run metrics
[run_status]
status = "finished clean"

[grt]
grt_pass1_wl_mm = 1.021
grt_use_total = 0.02110
grt_max_degree = 6
gr-total-overflow = 0
antenna_found_initial = 0
grt_pass1_vias = 204

[cts]
clk_pin_slew_worst_paths_ns = 0.04
cts_made_buffers = 3
clock_sinks = 4
root_buffer = "clkbuf_4"
hold_buffers = 0
cts_tree = "built"
htreeDepth = 1
worstSkewPairLatency_ns = 0.24
clockBufferDepth = 2

[place]
pre_cts_ws_ns = -0.07490
hpwl_um = 436.5
portBuffers = 7
routabilityCongestion = 0.6605
dpl_cell_area_um2 = 335.3

[route]
drtAntennaViolNets = 0
viasPerCell = 2.378
wl_per_cell_um = 7.463
antennaDiodeCount = 0
drtIter0Drc = 1
via_count = 195
drt_first_pass_iters = 2
wirelength_um = 612
drc = 0

[finish]
top_regs = "slave_out: 4 flops"
area_growth_pct = 111.7
final_area_um2 = 407.9
fillerInstances = 398
regMostFlops = "slave_out"
largest_reg_flops = 4
drive_above_1_share = 0.3611

[yosys]
synth_cell_types = 11
xor_area_frac = 0.04545
yosys_cells = 18
muxShareOfSynthArea = 0.05195
ys_seq_frac = 0.5195
synthesis.instances = 18
ys_warn_count = 1
ys_area_um2 = 192.7
avgSynthCellArea_um2 = 10.70
synthTopLogicFamily = "simple AND/OR/NAND/NOR gates"
synth_area_um2 = 192.7
numSynthFlops = 4
aoi_share = 0
simple_gate_area_frac = 0.2143
fa_ha_area_frac = 0.1299

[floorplanning]
coreArea_um2 = 3416
rows = 21
die_w_um = 80
die_area_um2 = 6400
initial_core_util = 0.05641
ios = 8
fp.dieH_um = 80

[power_and_ir_drop]
total_power_mw = 0.3393
ir_drop_mv = 0.4458
p_leak_nw = 0.2182
power_density_nw_per_um2 = 831.8

[timing]
min_period_over_period = 0.9707
tightest_slew_ns = 0.1796
hold_violations = 0
relSlewSlack = 0.8799
clock_skew_ns = 0.003583
tns_ns = 0
drv_slew = 0
rsz0062_at_grt = "yes"
finalSetupViolCount = 0
final.setup.worst_slack_ns = 0.04105
finalCriticalPeriod_ns = 1.359
max_freq_ghz = 0.7359

[critical_path]
r2r_slack_ns = 0.07
cp_data_required_time_ns = 1.12
cp.arrival_ns = 1.08
path_class = "flop to primary output"
r2r-start = "slave_out[0]$_DFF_PN0_"
r2r-end = "slave_out[2]$_DFF_PN0_"
ff2ff_path_depth = 6
cp-end-kind = "primary output"
cp-start-kind = "flop"
path_max_fanout = 2

[job]
openroad.warnings = 27
max_cap_viol_count = 0

[min_path]
min_path_type = "primary input to async pin"
==> cell usage in the layout (no fill, tap or decap) <==
| cell type | n |
|---|---|
| ha_1 | 1 |
| nand3_1 | 1 |
| buf_4 | 6 |
| buf_2 | 1 |
| nor2b_1 | 1 |
| dfrtp_1 | 4 |
| dlygate4sd2_1 | 2 |
| clkbuf_4 | 3 |
| mux2i_1 | 1 |
| buf_6 | 2 |
| nor2_1 | 1 |
| nand2_1 | 2 |
| inv_1 | 2 |
| and2_1 | 2 |
| xor2_1 | 1 |
| dlymetal6s2s_1 | 1 |
| ha_2 | 1 |
| clkdlybuf4s50_1 | 3 |
| nand2b_1 | 1 |
==> worst max path at each step <==
stage	endpoint	slack, ns	cells after the start	startpoint
finish	slave_out[1]	0.04	3	slave_out[1]$_DFF_PN0_
global route	slave_done	-0.04	5	slave_out[0]$_DFF_PN0_
CTS	slave_out[3]	0.04	1	slave_out[3]$_DFF_PN0_
==> per-stage QoR <==
stage	util	instances	hold WS, ns
after global routing	0.1194	82	0.2409
after floorplan	-	18	-0.01559
after detailed placement	0.09817	73	0.4953
after CTS	0.1136	80	0.2432
final	0.1194	82	0.2430
after global placement	0.09817	73	0.4912
==> synthesized netlist by cell type <==
library cell  instances  share of area
dfrtp_1               4           0.52
and2_1                2          0.065
ha_1                  2           0.13
inv_1                 2          0.039
nand2_1               2          0.039
mux2i_1               1          0.052
nand2b_1              1          0.032
nand3_1               1          0.026
nor2_1                1          0.019
nor2b_1               1          0.032
xor2_1                1          0.045
==> area by class of cell <==
type	count	area [µm²]	area share
timing repair buffer	15	132.6	0.3252
sequential	4	100.1	0.2454
multi-input combinational	12	87.58	0.2147
tap	46	57.56	0.1411
clock buffer	3	22.52	0.05521
inverter	2	7.507	0.01840
==> report_power, final <==
part	internal, mW	switching, mW	leakage [nW]
Sequential	0.123	0.00374	0.0533
Clock	0.0957	0.0457	0.0138
Combinational	0.0458	0.0250	0.151
Total	0.265	0.0744	0.218
==> repair_timing <==
action                                 in CTS  in global routing
endpoints found under the hold margin       0                  0
setup buffers                               4                  2
setup endpoints to repair                   5                  2
resized                                     7                  2
==> cell families (layout without fill, tap and decap cells) <==
logic type    Yosys count  count (layout)
simple gates            8               8
flops                   4               4
fa+ha+maj               2               2
buf+inv                 2              20
xor+xnor                1               1
mux                     1               1
==> per-layer routing <==
metal  track usage  up-vias  wire length, µm
li1              -       93                -
met1       0.03069       86              358
met2       0.02247       11              170
met3       0.01705        5               64
met4      0.003521        0               19
met5             0        -                0
==> critical path, stage by stage, from the launching register on <==
cell	delay [ns]
dfrtp_1	0.37
buf_4	0.14
buf_6	0.10
dlygate4sd2_1	0.24
Power is estimated from default activity; no workload was simulated.
